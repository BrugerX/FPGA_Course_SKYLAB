--- ./run.sh ---
#!/bin/bash
# OpenROAD 26Q1-2900-gdf79404cd8, Yosys 0.63+post, stock flow scripts
make -C /OpenROAD-flow-scripts/flow DESIGN_CONFIG=/design/flow/config.mk WORK_HOME=/design/flow/orfs finish
--- ./config.mk ---
export PLATFORM = sky130hd
export DESIGN_NAME = ExampleAdd
export DESIGN_NICKNAME = ExampleAdd
export VERILOG_FILES = /design/flow/design.v
export SDC_FILE = /design/flow/constraint.sdc
export NUM_CORES = 4
export LEC_CHECK = 1
export CORE_AREA = 10 10 70 70
export DIE_AREA = 0 0 80 80
--- ./constraint.sdc ---
current_design ExampleAdd

set clk_period 5.8
set clk_io_pct 0.2

create_clock -name clk0 -period $clk_period

set non_clock_inputs [all_inputs -no_clocks]
set_input_delay [expr $clk_period * $clk_io_pct] -clock clk0 $non_clock_inputs
set_output_delay [expr $clk_period * $clk_io_pct] -clock clk0 [all_outputs]
--- ./design.v ---
module ExampleAdd(
  input        clock,
  input        reset,
  input  [7:0] io_num1,
  input  [7:0] io_num2,
  output [8:0] io_res,
  output       io_overFlow
);
  wire [7:0] _io_res_T_1 = io_num1 + io_num2;  
  assign io_res = {{1'd0}, _io_res_T_1};  
  assign io_overFlow = io_res > 9'hff;  
endmodule
==> flow_summary_export.csv <==
group,metric,value,unit
global_routing,busiest_layer,"met2",
timing,final-setup-viol-count,0,
die,die_y,80,µm
global_routing,use_met3,0.0170,
global_routing,grt_use_met2,0.0449,
power_and_ir_drop,total_power,62.1,µW
die,core_area,3420,µm²
timing,fin_tns_setup,0,ns
global_routing,gr-total-overflow,0,
global_routing,grtUsageMet1,0.0396,
route,routed_via_density,3.54,
route,first_pass_iters,2,
placement,io_buffers,24,
route,drtIter0Drc,10,
power_and_ir_drop,leakage,0.248,nW
finish,flop_area,0,µm²
status,status,"complete, no violations",
global_routing,antenna_found_initial,0,
power_and_ir_drop,pwr_density_cell,97.4,nW/µm²
global_routing,grt_pass1_wl,1.67,mm
yosys,synth_stat.cells,45,
power_and_ir_drop,peakVddDrop,0.0000360,V
critical_path,arrival,3.22,ns
yosys,ys_chip_area,350,µm²
finish,multiInputGateArea,320,µm²
critical_path,end_kind,"output pin",
timing,fin_crit_sh,0.755,
yosys,avgSynthCellArea,7.79,µm²
global_routing,grtUsageTotal,0.0303,
finish,drive_gt1_frac,0.0147,
finish,num-fill-cells,399,
die,fp.dieArea,6400,µm²
finish,flops,0,
flow_run,warnings,34,
route,num_antenna_cells,0,
global_routing,grt_max_degree,7,
timing,rsz0062_at_grt,"false",
route,wl,1.10,mm
cts,cts_hold_buf,0,
die,num_rows,21,
die,ioPinCount,28,
placement,dp_hpwl,1.01,mm
finish,area_delta_synth_final,81.8,%
placement,placed_area,637,µm²
die,core_util_floorplan,0.103,
critical_path,start_kind,"primary input",
yosys,postSynthSeqShare,0,
route,ant_nets,0,
worst_hold_path,hold_class,"in2out",
finish,n_clock_buffer,0,
timing,hold_violations,0,
yosys,syn_inst,45,
critical_path,worstPathRequired,4.64,ns
flow_run,max_cap_viol_count,0,
timing,slew_viol_final,0,
critical_path,critPathKind,"in2out",
yosys,netlist_area,350,µm²
yosys,ys_warn_count,0,
route,via_count,404,
cts,ctsResizeCount,0,
cts,postCtsSetupRepairBufs,0,
route,avgRoutedWirePerCell,9.64,µm
placement,routabilityCongestion,0.737,
global_routing,grt_pass1_vias,397,
die,die_w,80,µm
finish,design_area,637,µm²
route,drc,0,
timing,fin_crit,4.38,ns
timing,whs,3.35,ns
critical_path,critPathMaxFanout,3,
worst_hold_path,hp-start,"io_num2[0]",
yosys,synth_cell_types,25,
critical_path,critical_path.startpoint,"io_num1[0]",
timing,max_freq,228,MHz
==> cells in the mapped netlist <==
| master | count | area share |
|---|---|---|
| a211oi_1 | 1 | 0.021 |
| a21o_1 | 1 | 0.021 |
| a21oi_1 | 5 | 0.071 |
| a221oi_1 | 1 | 0.025 |
| buf_4 | 2 | 0.043 |
| conb_1 | 1 | 0.011 |
| fa_1 | 1 | 0.057 |
| ha_1 | 7 | 0.25 |
| inv_1 | 5 | 0.054 |
| nand2_1 | 1 | 0.011 |
| nand2b_1 | 1 | 0.018 |
| nor2_1 | 1 | 0.011 |
| nor2b_1 | 1 | 0.018 |
| nor2b_4 | 1 | 0.039 |
| nor3_1 | 1 | 0.014 |
| nor3b_1 | 1 | 0.021 |
| o211ai_1 | 3 | 0.064 |
| o21a_1 | 1 | 0.021 |
| o21ai_0 | 2 | 0.029 |
| o2bb2ai_1 | 1 | 0.025 |
| o311ai_0 | 1 | 0.025 |
| o311ai_1 | 1 | 0.025 |
| o31a_1 | 1 | 0.025 |
| xnor2_1 | 2 | 0.050 |
| xor2_1 | 2 | 0.050 |
==> stage by stage <==
step            util  setup WS, ns  cells
2_1_floorplan      -          2.50     46
3_3_place_gp   0.186          1.40    114
3_5_place_dp   0.186          1.39    114
4_1_cts        0.186          1.40    114
5_1_grt        0.186          1.26    114
6_report       0.186          1.42    114
==> layout make-up <==
| cell class | count | area share |
|---|---|---|
| Multi-Input combinational cell | 39 | 0.503 |
| Inverter | 5 | 0.0295 |
| Timing Repair Buffer | 24 | 0.377 |
| Tap cell | 46 | 0.0904 |
==> cells in the final DEF, fill, tap and decap left out, drive strengths merged, types with 2 or more instances in the layout <==
master         Yosys  final
a21oi              5      5
clkdlybuf4s50      0     24
conb               1      2
ha                 7      7
inv                5      5
nor2b              2      2
o211ai             3      3
o21ai              2      2
o311ai             2      2
xnor2              2      2
xor2               2      2
==> power by group <==
part           internal [mW]  switching, mW  total [mW]  leakage [nW]
logic                 0.0403         0.0218      0.0621         0.248
clock network              0              0           0             0
registers                  0              0           0             0
==> routing by layer <==
layer,share of wire,routed length [µm]
met5,0,0
met4,0,0
met3,0.16,180
met2,0.38,415
met1,0.46,504
==> cell families (layout without fill, tap and decap cells) <==
| logic type | count (synthesis) | count (layout) | synth area share |
|---|---|---|---|
| and+or+nand+nor | 7 | 7 | 0.132 |
| buffers and inverters | 7 | 29 | 0.0964 |
| xor gates and xnor gates | 4 | 4 | 0.100 |
| other | 1 | 2 | 0.0107 |
| AOI/OAI and AO/OA | 18 | 18 | 0.354 |
| adders and majority gates | 8 | 8 | 0.307 |
==> critical path, stage by stage <==
cell and delay (ns):
clkdlybuf4s50_1 0.40, ha_1 0.23, inv_1 0.07, fa_1 0.25
nor2b_4 0.06, o31a_1 0.25, o311ai_1 0.26, clkdlybuf4s50_1 0.53
==> worst paths after layout <==
kind,endpoint,slack [ns],cells past startpoint
worst max-delay path,io_res[6],1.42,8
worst min-delay path,io_res[0],3.35,3
Power is estimated from default activity; no workload was simulated.
