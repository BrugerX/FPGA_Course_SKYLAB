File: ./config.mk
export PLATFORM = sky130hd
export DESIGN_NAME = Trigger
export DESIGN_NICKNAME = Trigger
export VERILOG_FILES = /design/flow/design.v
export SDC_FILE = /design/flow/constraint.sdc
export NUM_CORES = 4
export LEC_CHECK = 1
export CORE_AREA = 10 10 77 77
export DIE_AREA = 0 0 87 87
File: ./constraint.sdc
current_design Trigger

set clk_period 2.6
set clk_io_pct 0.2

create_clock -name clk0 -period $clk_period [get_ports {clock}]

set non_clock_inputs [all_inputs -no_clocks]
set_input_delay [expr $clk_period * $clk_io_pct] -clock clk0 $non_clock_inputs
set_output_delay [expr $clk_period * $clk_io_pct] -clock clk0 [all_outputs]
File: ./design.v
module Trigger(
  input   clock,
  input   reset,
  input   io_start_trigger,
  output  io_trigger_out
);
  reg [9:0] count_reg;  
  reg  risingEdge_REG;  
  wire  risingEdge = io_start_trigger & ~risingEdge_REG;  
  reg  stateReg;  
  wire  _GEN_0 = risingEdge | stateReg;  
  wire [9:0] _count_reg_T_1 = count_reg + 10'h1;  
  assign io_trigger_out = ~stateReg ? 1'h0 : stateReg;  
  always @(posedge clock) begin
    if (reset) begin  
      count_reg <= 10'h0;  
    end else if (~stateReg) begin  
      count_reg <= 10'h0;  
    end else if (stateReg) begin  
      count_reg <= _count_reg_T_1;  
    end
    risingEdge_REG <= io_start_trigger;  
    if (reset) begin  
      stateReg <= 1'h0;  
    end else if (~stateReg) begin  
      stateReg <= _GEN_0;
    end else if (stateReg) begin  
      if (count_reg == 10'h5) begin  
        stateReg <= 1'h0;  
      end
    end
  end
endmodule
File: ./run.sh
#!/bin/bash
# OpenROAD 26Q1-2900-gdf79404cd8, Yosys 0.63+post, stock flow scripts
make -C /OpenROAD-flow-scripts/flow DESIGN_CONFIG=/design/flow/config.mk WORK_HOME=/design/flow/orfs finish
==> reports/results.ini <==
[status]
status=finished, final reports clean

[yosys]
avgSynthCellArea_sq_um=9.28
synth-area-yosys_sq_um=510
adder_share=0.0490
top_logic_kind=simple AND/OR/NAND/NOR gates
ys_cells=55
mux_area_frac=0
xor_share=0.0515
synthCells=55
ys.flops=12
synth.distinct_cells=21
syn_area_sq_um=510
ys_sh_simple=0.282
yosysSeqAreaShare=0.471
yosysWarningCount=1
synthAoiAreaFrac=0.118

[clock_network]
hold_buffers=0
clock_latency_ps=230
clockRootBuffer=clkbuf_8
cts_setup_buffers=0
cts_max_path_buffers=2
post_cts_resized=0
cts_sinks=12
clkTransAtPathRegs_ps=50
h-tree-depth=1
cts_buffers=3
cts_tree=built

[timing]
finalHoldViolations=0
finalCriticalPeriod_ps=1590
rsz0062_at_grt=false
max_clock_freq_ghz=0.627
skew_ps=1.17
relSlewSlack=0.741
setup_viol=0
tns_ps=0
maxSlewViolCount=0
tightest_slew_ps=389
post-route-period-util=0.613

[worst_setup_path]
crit_chain=clkdlybuf4s50_1
worst-endpoint-required_ps=2080
critPathMaxFanout=4
crit_start=stateReg
crit_family=buffers and inverters
arrival_ps=1070
startpoint_type=flop
path_class=reg2out
r2r_start=count_reg[0]
end_kind=primary output
cpPeakStageDelay_ps=480
path_buffers=1
cpMaxStageDelayCell=clkdlybuf4s50_1

[floorplanning]
coreArea_sq_mm=0.00435
boundaryPins=4
die_y_um=87
fp_util=0.117
die_w_um=87
dieArea_sq_mm=0.00757
num_rows=24

[global_route]
grt.overflow.total=0
grt_max_degree=11
grt_usage=0.0249
antenna_found_initial=0
grt_pass1_wl_mm=1.68
first_global_vias=422

[detailed_routing]
drc=0
viasPerCell=3.71
drtIter0Drc=11
avgRoutedWirePerCell_um=8.35
routed_wl_um=935
ant_nets=0
dr.pass1.iters=4
n_antenna_cell=0
vias=416

[pwr]
power.density_mw_per_mm2=559
vdd_drop_max_uv=119
finalPower_mw=0.359
power_leakage_nw=0.202

[finish]
area_growth_pct=26.0
combGateArea_sq_um=255
drive_gt1_frac=0.100
fillers=469
final_util=0.148
largest_reg_flops=10
post-route-cell-area_sq_um=643
flop_area_sq_um=240

[flow_run]
maxCapViolations=0
warnings=26

[place]
place_congestion=0.858
placed_area_sq_um=602
port_buffers=3
hpwlAfterDp_um=699

[worst_hold_path]
hp-start=count_reg[9]
min_path_type=reg2reg

report_power, final:
group	internal, mW	switching [mW]	leakage [nW]	total [mW]
Combinational	0.00602	0.00416	0.0828	0.0102
Sequential	0.187	0.00275	0.0974	0.190
Clock	0.101	0.0580	0.0216	0.159
routing by layer:
layer / vias to the layer above / part of all wire / track usage
li1: 210 / - / -
met1: 194 / 0.46 / 0.0285
met2: 10 / 0.49 / 0.0433
met3: 2 / 0.019 / 0.00472
met4: 0 / 0.026 / 0.0118
met5: - / 0 / 0
logic make-up after synthesis:
group | count (synthesis)
AND/OR/NAND/NOR | 23
adder cells (fa/ha/maj) | 2
flip-flops | 12
buffers and inverters | 4
XOR/XNOR | 3
AND-OR/OR-AND | 11
path summary, 6_finish.rpt:
| kind | endpoint | slack, ps | depth (start not counted) |
|---|---|---|---|
| max | io_trigger_out | 1010 | 1 |
| min | count_reg[9] | 490 | 2 |
| max reg2reg | count_reg[8] | 1070 | 4 |
| min reg2reg | count_reg[9] | 490 | 2 |
synth_stat cells, drive strengths merged:
master	count	area share
xor2	2	0.034
nand4	1	0.042
inv	3	0.022
xnor2	1	0.017
or4	2	0.029
and4	1	0.017
o21ai	3	0.029
dfxtp	12	0.47
nand3	5	0.049
nor2	5	0.037
nand2	2	0.015
a21oi	6	0.059
clkbuf	1	0.0073
o31ai	2	0.029
ha	2	0.049
nand2b	1	0.012
or3	3	0.042
nor4	1	0.012
nor4b	1	0.017
nor3	1	0.0098
per-stage QoR:
stage / cells / hold slack (ps) / setup slack, ps
finish: 112 / 490 / 1010
global route: 112 / 509 / 934
CTS: 112 / 490 / 990
detailed placement: 109 / 477 / 1040
global placement: 109 / 479 / 1080
floorplan: 55 / 452 / 1230
worst min-delay path: stages, from the launching register on:
cell and delay, ps:
dfxtp_1 310, o31ai_1 70, a21oi_1 60
cell type report:
cell class              instances  share of cell area
multi-input cells              39               0.397
clock buffers                   3              0.0642
repair buffers                  3              0.0467
inverters                       3              0.0175
flip-flops and latches         12               0.374
well taps                      52               0.101
cells in the final DEF, fill, tap and decap left out:
| master | n |
|---|---|
| dfxtp_1 | 12 |
| a21oi_1 | 6 |
| nor2_1 | 5 |
| nand3_1 | 5 |
| inv_1 | 3 |
| o21ai_0 | 3 |
| clkbuf_8 | 3 |
| clkdlybuf4s50_1 | 3 |
| nand2_1 | 2 |
| o31ai_1 | 2 |
| or4_1 | 2 |
| or3_2 | 2 |
| xor2_1 | 2 |
| ha_1 | 2 |
| nand2b_1 | 1 |
| xnor2_1 | 1 |
| nor4_1 | 1 |
| nor4b_1 | 1 |
| and4_1 | 1 |
| nor3_1 | 1 |
| nand4_4 | 1 |
| or3_1 | 1 |
Power is estimated from default activity; no workload was simulated.
